==> ./design.v <==
module counter (
    input  logic clk,
    input  logic reset_n,
    input  logic tick,                   
    output logic [3:0] tens, units       
);
    always_ff @(posedge clk or negedge reset_n) begin
        if (!reset_n) begin
            tens  <= 0;
            units <= 0;
        end else if (tick) begin
            if (units == 9) begin
                units <= 0;
                if (tens == 9)
                    tens <= 0;
                else
                    tens <= tens + 1;
            end else begin
                units <= units + 1;
            end
        end
    end
endmodule
module edge_detector (
    input  logic clk,
    input  logic reset_n,
    input  logic signal_in,
    output logic rising_edge
);
    logic prev;
    always_ff @(posedge clk or negedge reset_n) begin
        if (!reset_n)
            prev <= 1'b0;
        else
            prev <= signal_in;
    end
    assign rising_edge = ~prev & signal_in;
endmodule
module hex_decoder (
    input  logic [3:0] bcd,      
    output logic [6:0] seg       
);
    always_comb begin
        case (bcd)
            4'd0: seg = 7'b1000000;
            4'd1: seg = 7'b1111001;
            4'd2: seg = 7'b0100100;
            4'd3: seg = 7'b0110000;
            4'd4: seg = 7'b0011001;
            4'd5: seg = 7'b0010010;
            4'd6: seg = 7'b0000010;
            4'd7: seg = 7'b1111000;
            4'd8: seg = 7'b0000000;
            4'd9: seg = 7'b0010000;
            default: seg = 7'b1111111;  
        endcase
    end
endmodule
module statemachine (
    input  logic clk,
    input  logic reset_n,
    input  logic btn_up,     
    input  logic btn_down,   
    output logic [1:0] speed_select   
);
    typedef enum logic [1:0] {
        OFF    = 2'b00,
        SLOW   = 2'b01,
        MEDIUM = 2'b10,
        FAST   = 2'b11
    } state_t;
    state_t state;
    always_ff @(posedge clk or negedge reset_n) begin
        if (!reset_n)
            state <= OFF;
        else begin
            case (state)
                OFF:    if (btn_up)   state <= SLOW;
                SLOW:   if (btn_up)   state <= MEDIUM;
                        else if (btn_down) state <= OFF;
                MEDIUM: if (btn_up)   state <= FAST;
                        else if (btn_down) state <= SLOW;
                FAST:   if (btn_down) state <= MEDIUM;
            endcase
        end
    end
    assign speed_select = state;
endmodule
module timer #(
    parameter int CLK_FREQ_HZ = 50_000_000
)(
    input  logic clk,
    input  logic reset_n,
    input  logic [1:0] speed_select,   
    output logic tick
);
    logic [31:0] counter = 0;
    logic [31:0] threshold;
    always_comb begin
        case (speed_select)
            2'b01: threshold = CLK_FREQ_HZ / 1;    
            2'b10: threshold = CLK_FREQ_HZ / 10;   
            2'b11: threshold = CLK_FREQ_HZ / 100;  
            default: threshold = 32'hFFFFFFFF;     
        endcase
    end
    always_ff @(posedge clk or negedge reset_n) begin
        if (!reset_n) begin
            counter <= 0;
            tick <= 0;
        end else if (speed_select == 2'b00) begin
            counter <= 0;
            tick <= 0;
        end else if (counter >= threshold - 1) begin
            counter <= 0;
            tick <= 1;
        end else begin
            counter <= counter + 1;
            tick <= 0;
        end
    end
endmodule
module top (
    input  logic CLOCK_50,      
    input  logic [2:0] KEY,     
    output logic [6:0] HEX0,    
    output logic [6:0] HEX1     
);
    logic [1:0] speed_select;
    logic tick;
    logic btn_up, btn_down;
    logic [3:0] units, tens;
    edge_detector up_detector (
        .clk(CLOCK_50),
        .reset_n(KEY[2]),
        .signal_in(KEY[0]),
        .rising_edge(btn_up)
    );
    edge_detector down_detector (
        .clk(CLOCK_50),
        .reset_n(KEY[2]),
        .signal_in(KEY[1]),
        .rising_edge(btn_down)
    );
    statemachine sm (
        .clk(CLOCK_50),
        .reset_n(KEY[2]),
        .btn_up(btn_up),
        .btn_down(btn_down),
        .speed_select(speed_select)
    );
    timer timer_inst (
        .clk(CLOCK_50),
        .reset_n(KEY[2]),
        .speed_select(speed_select),
        .tick(tick)
    );
    counter count (
        .clk(CLOCK_50),
        .reset_n(KEY[2]),
        .tick(tick),
        .tens(tens),
        .units(units)
    );
    hex_decoder hex0 (
        .bcd(units),
        .seg(HEX0)
    );
    hex_decoder hex1 (
        .bcd(tens),
        .seg(HEX1)
    );
endmodule
==> ./run.sh <==
#!/bin/bash
# OpenROAD 26Q1-2900-gdf79404cd8, Yosys 0.63+post, stock flow scripts
make -C /OpenROAD-flow-scripts/flow DESIGN_CONFIG=/design/flow/config.mk WORK_HOME=/design/flow/orfs finish
==> ./constraint.sdc <==
current_design top

set clk_period 7.4
set clk_io_pct 0.2

create_clock -name clk0 -period $clk_period [get_ports {CLOCK_50}]

set non_clock_inputs [all_inputs -no_clocks]
set_input_delay [expr $clk_period * $clk_io_pct] -clock clk0 $non_clock_inputs
set_output_delay [expr $clk_period * $clk_io_pct] -clock clk0 [all_outputs]
==> ./config.mk <==
export PLATFORM = sky130hd
export DESIGN_NAME = top
export DESIGN_NICKNAME = top
export VERILOG_FILES = /design/flow/design.v
export SDC_FILE = /design/flow/constraint.sdc
export NUM_CORES = 4
export LEC_CHECK = 1
export CORE_UTILIZATION = 50
==> summary.txt <==
Notes on the flow outputs.

- The run finished with clean final reports.
- The area fraction in mux cells is 0.937%.
- The kind of start point of the critical path reads a register.
- The logic depth of the worst setup path including buffers reads 11.
- The final cycle utilization of the critical path reads 50.8%.
- The simple-gate area share of the yosys netlist is 27.5%.
- The routed design could run at a clock period as short as 3760 ps.
- The proportion of power drawn by flip-flops and latches reads 41.0%.
- The number of unique standard cell types used by synthesis reads 49.
- The post-synthesis share of cell area spent on xor and xnor gates reads 7.56%.
- Summed over its instances, the top area cell type makes up 33.1% of the synthesized netlist area.
- The tightest slew margin relative to the limit is 53.7%.
- The measured slew at the worst slew-check pin reads 695 ps.
- The number of I/O pins reads 18.
- The capture instance of the worst register-to-register path reads timer_inst.counter[5].
- Sorting the synthesized cells by how often they occur yields dfrtp_1, nor3_1, ha_1.
- The count of flip-flops with a built-in enable after synthesis is 0.
- The post-route clock skew reads 6.20 ps.
- The sum of overflow across all layers after global routing is 0.
- The slowest library cell on the worst path reads o311a_1.
- STA classifies the critical path endpoint as a register.
- The highest achievable clock rate reads 266 MHz.
- The number of vias in the routed layout is 2738.
- Setup repair after global routing left no endpoint under its margin.
- The initial antenna violation count is 0.
- The critical path data arrival time reads 3930 ps.
- The initial detailed-routing violation count reads 138.
- Power spread over the standard cell area amounts to 198 mW/mm².
- The final antenna diode tally reported by the flow is 0.
- The end-of-flow core utilization is 56.4%.
- Dividing the detail-routed wire length by the instance count gives 14.1 µm.
- The switching portion of total power is 32.9%.
- On the worst path, the slowest cell contributes a delay of 650 ps.
- The clock input transition at the sequential cells of the worst setup and hold paths reads 90 ps.
- The later-pin clock latency in the skew report is 300 ps.
- The mean post-synth cell area is 8.68 µm².
- The cell seen most often among critical-path stages is ha_1.
- After synthesis, the share of flip-flops with an asynchronous set or reset is 100%.
- The internal power contribution is 507 µW.
- The quantity of I/O buffers inserted on ports is 17.
- The standby leakage power reads 1.74 nW.
- The combinational share of power is 29.0%.
- The worst hold-check path type is register to register.
- The via count of the first global-routing pass is 2545.
- The post-CTS setup-driven buffer insertion count is 0.
- The synthesis report lists the most area-consuming cells as dfrtp_1, ha_1, nor3_1.
- The number of non-filler instances in the completed layout reads 488.
- The cell total after placement is 480.
- The most critical setup path has its startpoint at sm.state[1].
- The wire length after detailed routing reads 6.89 mm.
- The synthesized netlist handed to floorplanning was reported with a cell count of 400.
- The path type of the worst setup path reads register to register.
- From the final report, the count of setup violators was given as 0.
- The H-tree depth is 2.
- The total global-route track usage is 21.3%.
- Using the TritonRoute via totals, the vias-per-cell ratio works out to 5.61.
- In this run the critical register-to-register path is launched from sm.state[1].
- The fraction of the mapped netlist area in adder cells reads 14.8%.
- The number of pins exceeding their max-slew limit in the final report is 0.
- The y dimension of the die reads 85.3 µm.
- The fraction of final layout cells with drive strength greater than 1 is 6.37%.
- The die covers 0.00728 mm².
- In this run the cell area of the synthesized design comes to 0.00347 mm².
- Per STA, the worst path accumulates the most delay in the family AND-OR/OR-AND gates.
- The synthesis stat section lists a flop and latch total of 47.
- The core utilization at floorplan reads 51.4%.
- The remaining routing DRC violations reads 0.
- The wire length of the first global-routing pass is 12.2 mm.
- The top flip-flop cell by instance count after synthesis is dfrtp_1.
- The worst setup path endpoint reads timer_inst.counter[5].
- The critical path goes through inv_1 -> ha_1 -> nor2_1 -> mux2_2 -> ha_1 -> and4_1 -> nand3_1 -> a211oi_1 -> o311a_1 -> buf_4 -> nor3_1.
- The CTS buffer count reads 5.
- The main kind of combinational logic by area reads simple AND/OR/NAND/NOR gates.
- The report shows a maximum critical-path fanout of 20.
- In this run the horizontal extent of the chip is 85.3 µm.
- The sequential-to-total area share from yosys stat is 33.9%.
- Per the post-run analysis, buffers plus inverters along the critical path come to 2.
- The required time at the worst endpoint is listed as 7570 ps.
- The root buffer cell chosen for the clock tree is clkbuf_8.
- The TritonCTS clock tree reads yes.
- The synthesis-to-finish area growth reads 9.80%.
- The proportion of power drawn by the clock network is 29.9%.
- The number of cell rows is 30.
- The Yosys warning count reads 5.
- The number of gates resized after CTS was 0.
- Per the synthesis report, the dominant area consumer among library cells is dfrtp_1.
- The final tally of hold violations is 0.
- The switching component of the power was reported as 249 µW.
- Per the gpl log, the routability congestion estimate is 0.821.
- The run reported a max-capacitance violation count of 0.
- The core box area reads 0.00676 mm².
- The deepest clock path buffer count reads 2.
- Entering global routing, the biggest net connects 48 pins.
- The number of hold buffers added after cts is 0.
- Once detail routing completed, the nets flagged for antenna violations numbered 0.
- In the log, the iteration count for the first detailed-route pass is 4.
- The count of instantiated cells in the yosys netlist is 400.
- The sink count of the clock tree reads 47.
- The detailed placement HPWL is 4.85 mm.
- The complex-gate fraction of the synthesized area reads 11.1%.
- The summed negative setup slack over all endpoints is 0 ps.
- The area recorded from the Yosys report for this design is 0.00347 mm².
- The flop-to-flop setup slack reads 3640 ps.
- The count of warning messages emitted by the tools is 34.
- The cell depth of the worst flop-to-flop path is 11.
- The worst-case IR drop observed on VDD is 139 µV.
## worst min-delay path by stage
| stage | startpoint | endpoint | slack, ps | cells past startpoint |
|---|---|---|---|---|
| finish | timer_inst.counter[0] | timer_inst.counter[0] | 490 | 1 |
| global route | timer_inst.counter[0] | timer_inst.counter[0] | 540 | 1 |
| CTS | timer_inst.counter[0] | timer_inst.counter[0] | 490 | 1 |
## flip-flops by register name, summed over array words and instances, names as in the netlist
| register | flops |
|---|---|
| timer_inst.counter | 32 |
| timer_inst.tick | 1 |
| down_detector.prev | 1 |
| count.units | 4 |
| up_detector.prev | 1 |
| count.tens | 4 |
| sm.state | 4 |
## cell usage in the layout, fill, tap and decap left out, drive strengths merged, types with 4 or more instances in the layout
master / instances
o21ai: 19
a21oi: 25
nand2: 30
and4: 6
clkdlybuf4s50: 16
xor2: 8
buf: 4
and2: 7
inv: 17
nor3: 49
ha: 41
dfrtp: 46
a21o: 7
nand3: 9
clkbuf: 5
nand2b: 12
nand4: 13
xnor2: 22
nor2: 34
## metrics by stage
stage               total power, mW  hold slack, ps  setup slack (ps)  cell area, µm²
floorplan                     0.480             457              4520            3470
global placement              0.531             471              3780            3680
detailed placement            0.533             481              3700            3680
CTS                           0.765             493              3680            3810
global route                  0.814             538              3370            3810
finish                        0.756             489              3640            3810
## cells by family after synthesis
group,Yosys count
compound gates,65
simple gates,177
fa+ha+maj,41
xor+xnor,30
mux,3
flops,47
buf+inv,37
## metal layers
metal | GRT usage (%) | up-vias | wire (µm)
li1 | - | 1429 | -
met1 | 33.5 | 1272 | 3460
met3 | 2.76 | 6 | 162
met4 | 1.52 | 0 | 61
met5 | 0 | - | 0
met2 | 34.4 | 31 | 3200
## final cells by class
class,count,area (µm²)
fill,607,2940
multi-input combinational,316,2150
sequential,47,1180
timing repair buffer,20,188
tap,80,100
clock buffer,5,68.8
clock inverter,3,67.6
inverter,17,63.8
## power by group through the flow
stage / Combinational, mW / Sequential (mW) / Clock [mW]
CTS: 0.222 / 0.310 / 0.232
global route: 0.257 / 0.316 / 0.240
finish: 0.219 / 0.310 / 0.226
Power and IR drop assume default switching activity.
